--- flow/config.mk ---
export PLATFORM = sky130hd
export DESIGN_NAME = datapath_controller
export DESIGN_NICKNAME = datapath_controller
export VERILOG_FILES = /design/flow/design.v
export SDC_FILE = /design/flow/constraint.sdc
export NUM_CORES = 4
export LEC_CHECK = 1
export CORE_UTILIZATION = 30
--- flow/constraint.sdc ---
current_design datapath_controller

set clk_period 1.0
set clk_io_pct 0.2

create_clock -name clk0 -period $clk_period [get_ports {clk}]

set non_clock_inputs [all_inputs -no_clocks]
set_input_delay [expr $clk_period * $clk_io_pct] -clock clk0 $non_clock_inputs
set_output_delay [expr $clk_period * $clk_io_pct] -clock clk0 [all_outputs]
--- flow/design.v ---
module datapath_controller #(
    parameter DATA_WIDTH = 16,
    parameter MATRIX_SIZE = 8,
    parameter INPUT_ADDR_WIDTH = 8,
    parameter WEIGHT_ADDR_WIDTH = 10,
    parameter OUTPUT_ADDR_WIDTH = 8
)(
    input  wire                         clk,
    input  wire                         rst_n,
    input  wire                         start,
    input  wire                         clear,
    output reg                          done,
    output reg                          busy,
    input  wire [7:0]                   matrix_size,
    output reg                          input_buf_rd_en,
    output reg  [INPUT_ADDR_WIDTH-1:0]  input_buf_rd_addr,
    input  wire [DATA_WIDTH-1:0]        input_buf_rd_data,
    input  wire                         input_buf_rd_valid,
    output reg                          weight_buf_rd_en,
    output reg  [WEIGHT_ADDR_WIDTH-1:0] weight_buf_rd_addr,
    input  wire [DATA_WIDTH-1:0]        weight_buf_rd_data,
    input  wire                         weight_buf_rd_valid,
    output reg                          output_buf_wr_en,
    output reg  [OUTPUT_ADDR_WIDTH-1:0] output_buf_wr_addr,
    output reg  [DATA_WIDTH-1:0]        output_buf_wr_data,
    output reg  [DATA_WIDTH-1:0]        mmu_input_data,
    output reg  [2:0]                   mmu_input_index,
    output reg                          mmu_input_valid,
    output reg  [DATA_WIDTH-1:0]        mmu_weight_data,
    output reg  [3:0]                   mmu_weight_row,
    output reg  [3:0]                   mmu_weight_col,
    output reg                          mmu_weight_valid,
    input  wire [DATA_WIDTH-1:0]        act_output_data,
    input  wire                         act_output_valid
);
    always @(posedge clk or negedge rst_n) begin
        if (!rst_n) begin
            done <= 1'b0;
            busy <= 1'b0;
            input_buf_rd_en <= 1'b0;
            weight_buf_rd_en <= 1'b0;
            output_buf_wr_en <= 1'b0;
            mmu_input_valid <= 1'b0;
            mmu_weight_valid <= 1'b0;
        end else if (clear) begin
            done <= 1'b0;
            busy <= 1'b0;
            mmu_input_valid <= 1'b0;
            mmu_weight_valid <= 1'b0;
        end else if (start) begin
            busy <= 1'b1;
            input_buf_rd_en <= 1'b1;
            weight_buf_rd_en <= 1'b1;
            if (input_buf_rd_valid) begin
                mmu_input_data <= input_buf_rd_data;
                mmu_input_valid <= 1'b1;
            end
            if (weight_buf_rd_valid) begin
                mmu_weight_data <= weight_buf_rd_data;
                mmu_weight_valid <= 1'b1;
            end
            if (act_output_valid) begin
                output_buf_wr_en <= 1'b1;
                output_buf_wr_data <= act_output_data;
                done <= 1'b1;
                busy <= 1'b0;
            end
        end
    end
endmodule
--- flow/run.sh ---
#!/bin/bash
# OpenROAD 26Q1-2900-gdf79404cd8, Yosys 0.63+post, stock flow scripts
make -C /OpenROAD-flow-scripts/flow DESIGN_CONFIG=/design/flow/config.mk WORK_HOME=/design/flow/orfs finish
==> run summary <==
Notes on the physical implementation.

- The flow ran to the end, but the final reports show violations.
- The checks that failed: negative setup slack.
- Along the worst path, the maximum fanout reaches 2.
- The number of fill cells is approximately 550, for reference.
- The combinational cell fraction of total power is 0.095, for reference.
- The arrival time of data at the worst endpoint is listed as about 930 ps.
- The power report puts the net switching power at slightly below 800 uW.
- The fraction of power spent switching nets is 0.192, for reference.
- Per the post-synthesis stats, the area per cell is between 15 and 20 um2.
- Hold timing on the final database bottoms out at a slack of approximately 210 ps.
- Counting instances in the post-synthesis netlist gives the leading cell types as 48 x sky130_fd_sc_hd__edfxtp_1, 38 x sky130_fd_sc_hd__buf_4, 6 x sky130_fd_sc_hd__dfrtp_1.
- After synthesis the netlist holds a flip-flop and latch count of 54.
- Post-synthesis, Yosys gives the total cell area as around 2000 um2.
- The cell with the biggest individual delay on the critical path is sky130_fd_sc_hd__dfrtp_1, for reference.
- The routability congestion estimate is roughly 0.80, for reference.
- The buffers plus inverters on the worst setup path is 2, for reference.
- The power report attributes to the clock group a share of 0.281.
- In this run the horizontal extent of the chip is around 83 um.
- The proportion of layout cells with a drive suffix above 1 is 0.372, for reference.
- For this configuration, the core starts out at a cell density of 0.311.
- Hold-check failures listed in the final report amount to 0.
- The die span in y is 83.1 um, for reference.
- The category of the most critical setup path is reg -> out, for reference.
- Counting flops with an async set or reset pin after synthesis yields a share of 0.111.
- The static leakage is about 0.0013 uW, for reference.
- 0 antenna diodes ended up in the layout.
- The first global-routing pass estimated between 6 and 7 mm of wire.
- Dividing the final minimum period by the clock period gives 1.13.
- In this run the maximum-capacitance check reported violations numbering 0.
- The setup-violating endpoint count in the final report is 7, for reference.
- No sink is reached through more buffers than the 2 on the longest clock path.
- The cell family contributing the most delay on the critical path is flip-flops, for reference.
- For this design the ratio of total power to cell area is about 1300 nW/um2.
- The setup slack of the most critical reg-to-reg path is roughly 40 ps, for reference.
- The number of synthesized flops with an enable pin is 48, for reference.
- The warning tally printed by Yosys for this design is 38.
- The routed design has between 4 and 5 mm of wire.
- The longest incremental delay of any stage on the critical path is reported as 410 ps.
- The type of the worst min-delay path is in -> reg, for reference.
- The clock period minus worst slack is ~1100 ps, for reference.
- The sequential cells in the finished layout cover a total of roughly 1600 um2.
- The launch point of the worst register-to-register path is recorded as weight_buf_rd_en.
- The netlist uses 12 different library cells.
- Per the timing report, the achievable frequency comes out to between 800 and 900 MHz.
- The CTS H-tree depth is 2, for reference.
- Entering global routing, the biggest net connects 17 pins.
- The number of cell instances after yosys synthesis is 108, for reference.
- Post-synth the commonest register cell is sky130_fd_sc_hd__edfxtp_1.
- The initial antenna violation count was 0.
- Cell internal power was estimated by the tool at approximately 3300 uW.
- The largest total area in the synthesized netlist belongs to sky130_fd_sc_hd__edfxtp_1.
- The routed via count divided by cell count is about 3.8, for reference.
- From synthesis to final layout, the design area changed by 58.0%.
- For this run, the total global-route usage over all layers was measured as 0.125.
- After detailed routing, the average wire length per cell comes to approximately 13 um.
- The tool warning count for the run is 36.
- TritonCTS built the clock tree.
- The critical path in the final layout is reported with a setup slack of -131 ps.
- The number of cells traversed by the worst hold path is 3, for reference.
- The total overflow left after global routing is 0.
- For this run, design rule violations remaining after detail routing come to 0.
- The count of buffers from port buffering is 109, for reference.
- The final antenna-violating net count is 0, for reference.
- The final max-slew violation count recorded for this run is 0.
- The root buffer cell is sky130_fd_sc_hd__clkbuf_8, for reference.
- The first TritonRoute pass finished after 3 iterations.
- The netlist area before placement is about 2000 um2, for reference.
- The post-synthesis cell type with the largest instance count is sky130_fd_sc_hd__edfxtp_1, for reference.
- The main area contributors are sky130_fd_sc_hd__edfxtp_1 73%, sky130_fd_sc_hd__buf_4 14%, sky130_fd_sc_hd__dfrtp_1 7.6%.
- Walking the worst path, the cells encountered are buf_6 > buf_2.
- The worst setup path is captured at an output port.
- The area of the core is between 6000 and 7000 um2, for reference.
- The logic depth of the worst setup path including buffers is 2, for reference.
- The share of the synthesized area in the top cell type is 0.730, for reference.
- The number of rows created at floorplan is 29, for reference.
- The sequential area share after synthesis is 0.806, for reference.
- Detailed routing inserted a total of roughly 1.2k vias.
- In this run, the number of DRC markers left after iteration 0 of detailed routing was 18.
- The clock skew is 0 ps, for reference.
- The I/O pin total is 155, for reference.
- The reg-to-reg endpoint is weight_buf_rd_en, for reference.
- Per the post-synthesis report, the number of cells in the design is 108.
- The number of global-route vias before repair is between 1k and 1.5k.
- The endpoint of the most critical setup path is weight_buf_rd_en, for reference.
- The peak supply drop is 0.654 mV, for reference.
- The register clock-pin slew on the reported worst setup and hold paths is approximately 90 ps, for reference.
- The part of the total power dissipated in sequential elements is 0.623, for reference.
- The layout report lists the multi-input gate area as ~240 um2.
- The startpoint type of the worst setup path is a register, for reference.
- The floorplan die area is about 6900 um2, for reference.
- The post-route utilization of the core is recorded as 0.491.
- The worst endpoint required time is approximately 800 ps, for reference.
- The worst register-to-register path has a depth of 3.
- Setup repair after global routing could not meet its margin everywhere.
- The number of clock buffers added by TritonCTS is 5.
- The clock net in this run drives a total of ~54 sinks.
- The most critical setup path has its startpoint at weight_buf_rd_en.
- The HPWL after detailed placement is around 3 mm, for reference.
- Clock latency on the worst-skew pair, taken at its later pin, is 300 ps.
==> per-layer routing <==
metal  up-vias  part of all wire  global-route usage
met5         -                 0                   0
met1       577              0.36               0.168
li1        582                 -                   -
met2        71              0.54               0.221
met3         6             0.087              0.0333
met4         0             0.015              0.0157
==> power groups by stage <==
stage         Clock (uW)  Sequential [uW]  Combinational, uW
CTS                 1200             2550                396
global route        1290             2550                424
finish              1150             2550                389
==> per-stage QoR <==
| step | worst slack, ps | TNS, ps | cells | area [um2] | total power (uW) |
|---|---|---|---|---|---|
| after detailed placement | -552 | -27640 | 308 | 3170 | 3040 |
| after floorplan | -19.7 | -631 | 144 | 2110 | 2720 |
| final | -131 | -281 | 324 | 3120 | 4080 |
| after global routing | -175 | -2080 | 324 | 3120 | 4270 |
| after CTS | -141 | -470 | 324 | 3120 | 4140 |
| after global placement | -546 | -27160 | 308 | 3170 | 3030 |
==> worst register-to-register path: stages (launching register included) <==
cell                      delay [ps]
sky130_fd_sc_hd__dfrtp_1         410
sky130_fd_sc_hd__buf_6           130
sky130_fd_sc_hd__buf_4           120
sky130_fd_sc_hd__or2_1           210
==> state kept, by name (all words and copies together), names as in the netlist <==
register and flops:
mmu_input_data 16, mmu_weight_data 16, output_buf_wr_data 16, busy 1
done 1, mmu_input_valid 1, mmu_weight_valid 1, output_buf_wr_en 1
weight_buf_rd_en 1
==> cells by family (layout without fill, tap and decap cells) <==
logic type / Yosys count / after routing / synth area share
other cells: 1 / 37 / 0.00190
buf+inv: 38 / 141 / 0.144
simple gates: 10 / 10 / 0.0336
flops: 54 / 54 / 0.806
compound gates: 5 / 5 / 0.0139
==> cell type report <==
type	instances	area share
well taps	77	0.0309
flip-flops and latches	54	0.510
clock buffers	5	0.0221
repair buffers	133	0.354
clock inverters	3	0.00521
multi-input cells	52	0.0782
==> how the worst min path moves through the flow <==
stage	startpoint	endpoint
after CTS	clear	busy
after global routing	clear	mmu_input_valid
final	clear	busy
==> placed cells by master, fill, tap and decap left out <==
cell,n
sky130_fd_sc_hd__buf_2,55
sky130_fd_sc_hd__clkdlybuf4s50_1,48
sky130_fd_sc_hd__edfxtp_1,48
sky130_fd_sc_hd__conb_1,37
sky130_fd_sc_hd__buf_4,15
sky130_fd_sc_hd__dfrtp_1,6
sky130_fd_sc_hd__clkbuf_8,5
sky130_fd_sc_hd__a21oi_1,4
sky130_fd_sc_hd__nor2_1,3
sky130_fd_sc_hd__buf_16,3
sky130_fd_sc_hd__dlygate4sd2_1,3
sky130_fd_sc_hd__buf_6,3
sky130_fd_sc_hd__buf_12,3
sky130_fd_sc_hd__and3_4,2
sky130_fd_sc_hd__nand2b_1,2
sky130_fd_sc_hd__clkdlybuf4s15_2,2
sky130_fd_sc_hd__and4b_2,1
sky130_fd_sc_hd__nor2b_4,1
sky130_fd_sc_hd__a21o_1,1
sky130_fd_sc_hd__or2_1,1
sky130_fd_sc_hd__clkinvlp_4,1
sky130_fd_sc_hd__clkinv_2,1
sky130_fd_sc_hd__clkinv_1,1
sky130_fd_sc_hd__dlygate4sd3_1,1
==> repair_timing <==
action,4_1_cts,5_1_grt
gates resized,189,0
hold buffers,1,0
buffers inserted,4,0
pin swaps,3,0
endpoints found under the hold margin,6,0
cloned,3,0
setup endpoints to repair,103,55
Power and IR drop assume default switching activity.
